File: design/flow/design.v
module FA (
  input wire x,
  input wire y,
  input wire z,
  output wire S,
  output wire C
);
  assign S = x ^ y ^ z;
  assign C = (x & y) | (y & z) | (z & x);
endmodule
module ADDER #(parameter WIDTH = 4) (
  input  [2*WIDTH:0]  A,
  input  [2*WIDTH-1:0] B,
  output [2*WIDTH:0]     SUM
);
wire [2*WIDTH+1:0] carry;
wire [2*WIDTH:0] B_wire;
assign B_wire = {1'b0, B};
assign carry[0] = 1'b0;  
genvar i;
generate
for (i = 0; i < 2*WIDTH+1; i = i + 1) begin: FULL_ADDERS
FA fa (
  .x(A[i]),
  .y(B_wire[i]),
  .z(carry[i]),
  .S(SUM[i]),
  .C(carry[i+1])
   );
end
endgenerate
endmodule
File: design/flow/run.sh
#!/bin/bash
# OpenROAD 26Q1-2900-gdf79404cd8, Yosys 0.63+post, stock flow scripts
make -C /OpenROAD-flow-scripts/flow DESIGN_CONFIG=/design/flow/config.mk WORK_HOME=/design/flow/orfs finish
File: design/flow/config.mk
export PLATFORM = sky130hd
export DESIGN_NAME = ADDER
export DESIGN_NICKNAME = ADDER
export VERILOG_FILES = /design/flow/design.v
export SDC_FILE = /design/flow/constraint.sdc
export NUM_CORES = 4
export LEC_CHECK = 1
export CORE_AREA = 10 10 70 70
export DIE_AREA = 0 0 80 80
File: design/flow/constraint.sdc
current_design ADDER

set clk_period 2.5
set clk_io_pct 0.2

create_clock -name clk0 -period $clk_period

set non_clock_inputs [all_inputs -no_clocks]
set_input_delay [expr $clk_period * $clk_io_pct] -clock clk0 $non_clock_inputs
set_output_delay [expr $clk_period * $clk_io_pct] -clock clk0 [all_outputs]
==> impl_metrics.json <==
{
  "grt_max_degree": 2,
  "synth_cell_type_count": 5,
  "crit_type": "primary input to primary output",
  "ys_warn_count": 0,
  "cp-start-kind": "primary input",
  "grt_pass1_wl_mm": 1.048,
  "setup_viol": 6,
  "synth_area_um2": 244.0,
  "hold_viol_final": 0,
  "status": "finished, violations left",
  "grt_pass1_vias": 212,
  "vdd_drop_max_mv": 0.06086,
  "die-width_um": 80,
  "antenna_found_initial": 0,
  "ys_sh_mux": 0,
  "cap_viol_max_count": 0,
  "gp_congestion": 0.8337,
  "worst_slack_ns": -1.401,
  "violations": "setup timing",
  "cts_setup_buffers": 0,
  "portBuffers": 26,
  "finalSetupTns_ns": -4.812,
  "detail_route.wl_per_cell_um": 8.729,
  "slew_violations": 0,
  "ys_sh_aoi": 0,
  "yosys.stat.seqShare": 0,
  "clock_buffers": 0,
  "dpl.hpwl_um": 741.4,
  "tool_warnings": 35,
  "ys_sh_adder": 0.6256,
  "die_h_um": 80,
  "final_layout_size_suffix_gt1_frac": 0.4872,
  "worstPathMaxFanout": 1,
  "tightest_slew_ns": 0.1098,
  "area_delta_synth_final_pct": 101.0,
  "track_usage": 0.02072,
  "die-area_um2": 6400,
  "seq_area_um2": 0,
  "numPlacedInstances": 85,
  "xor_share": 0.03590,
  "initial_core_util": 0.07143,
  "period_used_share": 1.560,
  "p_leak_nw": 0.1834,
  "synth_area_per_cell_um2": 11.09,
  "core_area_um2": 3416,
  "p_per_area_nw_per_um2": 180.8,
  "io_pins": 26,
  "crit_arrival_ns": 3.40,
  "synth_cells": 22,
  "final_cell_mix": "clkdlybuf4s50_1 (15), fa_2 (7), buf_2 (7)",
  "max_clock_freq_mhz": 256.4,
  "gr-total-overflow": 0,
  "ys_cells": 22,
  "slew_headroom": 0.9263,
  "worst_setup_path_end_kind": "primary output",
  "hold_class": "primary input to primary output",
  "flops": 0,
  "antenna_left": 0,
  "synthTopLogicFamily": "adder cells",
  "cp.required_ns": 2.00,
  "via_per_inst": 2.294,
  "drc": 0,
  "ys_chip_area_um2": 244.0,
  "final_cells": 85,
  "final_common_cell": "clkdlybuf4s50_1",
  "firstDrtPassIters": 2,
  "vias": 195,
  "rsz0062_at_grt": "true",
  "yosys.area_share.simple": 0,
  "dr.first_iter.drc_count": 2,
  "rows": 21,
  "routed_wl_um": 742,
  "diodes": 0,
  "period_needed_ns": 3.901
}
[worst max-delay path, stage by stage]
cell and delay, ns:
buf_6 0.10, ha_4 0.14, fa_2 0.33, fa_2 0.34, fa_2 0.34, fa_2 0.35
fa_2 0.34, fa_2 0.34, inv_2 0.06, fa_2 0.42, inv_2 0.05, buf_2 0.08
[worst paths after layout]
| path | startpoint | slack [ns] | cells past startpoint | end |
|---|---|---|---|---|
| setup / recovery | A[0] | -1.40 | 12 | SUM[7] |
| hold / removal | B[0] | 1.63 | 3 | SUM[0] |
[synth_stat cells]
cell / instances / share of area
xnor2_1: 1 / 0.036
inv_1: 4 / 0.062
ha_1: 1 / 0.051
buf_4: 9 / 0.28
fa_1: 7 / 0.57
[timing repair]
action	4_1_cts	5_1_grt
pin swaps	9	8
endpoints found under the setup margin	8	6
hold buffers	0	0
resized	34	3
[cell type report]
class,count,area [um2]
fill,398,2925
inverter,4,15.01
multi-input combinational,9,191.4
tap,46,57.56
timing repair buffer,26,226.5
[per-stage QoR]
stage          utilization  worst slack, ns  cell area, um2  hold slack [ns]  power (mW)
4_1_cts             0.1451           -1.634           495.5            1.639     0.09309
3_5_place_dp        0.1535           -2.180           524.3            1.935      0.1127
5_1_grt             0.1436           -1.496           490.5            1.643      0.1032
2_1_floorplan            -           -1.255           274.0            1.145     0.05634
3_3_place_gp        0.1535           -2.174           524.3            1.944      0.1118
6_report            0.1436           -1.401           490.5            1.632     0.08868
[power breakdown]
group          total (mW)  switching, mW  internal, mW
logic              0.0887         0.0283        0.0604
clock network           0              0             0
registers               0              0             0
total              0.0887         0.0283        0.0604
[metal layers]
layer,vias up,global-route usage,wire length (um)
met5,-,0,0
met4,0,0,0
met3,0,0.02045,212
met2,25,0.02087,184
met1,82,0.03036,345
li1,88,-,-
[cell families after synthesis]
family                     Yosys count
adders and majority gates            8
xor gates and xnor gates             1
buffers and inverters               13
Power figures rest on the tool's default switching activity, not on a simulated workload.
